**flow/design.v**
```verilog
module TLS(clk, reset, Set, Stop, Jump, Gin, Yin, Rin, Gout, Yout, Rout);
input           clk;
input           reset;
input           Set;
input           Stop;
input           Jump;
input     [3:0] Gin;
input     [3:0] Yin;
input     [3:0] Rin;
output          Gout;
output          Yout;
output          Rout;
reg Gout;
reg Yout;
reg Rout;
reg [3:0] Gtime;
reg [3:0] Ytime;
reg [3:0] Rtime;
reg    [3:0] Count;
reg [1:0] current_state;
reg [1:0] next_state;
parameter [1:0] Idle = 2'b00;
parameter [1:0] S1 = 2'b01;
parameter [1:0] S2 = 2'b10;
parameter [1:0] S3 = 2'b11;
always @(posedge clk) begin
    if(reset)begin
      current_state = Idle;
      Count = 0;
    end
    case ({Set,Stop,Jump})
      3'b100:begin
        Gtime = Gin;
        Ytime = Yin;
        Rtime = Rin;
        current_state = S1;
      end
      3'b010:begin
        current_state = current_state;
      end
      3'b001:begin
        current_state = S3;
      end
      default:
        current_state = next_state;
    endcase  
end
always @(current_state or Count) begin
    case (current_state)
        Idle:begin
          if(Count==3'b000)
            next_state = S1;
          else
            next_state = Idle;
        end
        S1:begin
          if(Count==Gtime)begin
            Count = 0;
            next_state = S2;
            current_state = next_state;
          end
          else
            next_state = S1;
        end 
        S2:begin
          if(Count==Ytime)begin
            Count = 0;
            next_state = S3;
            current_state = next_state;
          end
          else
            next_state = S2;
        end
        S3:begin
          if(Count==Rtime)begin
            Count = 0;
            next_state = S1;
            current_state = next_state;
          end
          else
            next_state = S3;
        end
        default: 
            next_state = S3;
    endcase
end
always @(posedge clk) begin
    case ({Set,Stop,Jump})
      3'b100:begin
        Count = 0;
      end
      3'b010:begin
        Count = Count;
      end
      3'b001:begin
        Count = 0;
      end
      default:begin
        Count = Count + 1;
      end
    endcase
end
always @(current_state) begin
    case (current_state)
        S1:
            {Gout,Yout,Rout} = 3'b100;
        S2:
            {Gout,Yout,Rout} = 3'b010;
        S3:
            {Gout,Yout,Rout} = 3'b001;
    endcase
end
endmodule
```
**flow/run.sh**
```bash
#!/bin/bash
# OpenROAD 26Q1-2900-gdf79404cd8, Yosys 0.63+post, stock flow scripts
make -C /OpenROAD-flow-scripts/flow DESIGN_CONFIG=/design/flow/config.mk WORK_HOME=/design/flow/orfs finish
```
**flow/constraint.sdc**
```tcl
current_design TLS

set clk_period 4.8
set clk_io_pct 0.2

create_clock -name clk0 -period $clk_period [get_ports {clk}]

set non_clock_inputs [all_inputs -no_clocks]
set_input_delay [expr $clk_period * $clk_io_pct] -clock clk0 $non_clock_inputs
set_output_delay [expr $clk_period * $clk_io_pct] -clock clk0 [all_outputs]
```
**flow/config.mk**
```make
export PLATFORM = sky130hd
export DESIGN_NAME = TLS
export DESIGN_NICKNAME = TLS
export VERILOG_FILES = /design/flow/design.v
export SDC_FILE = /design/flow/constraint.sdc
export NUM_CORES = 4
export LEC_CHECK = 1
export CORE_AREA = 10 10 79 79
export DIE_AREA = 0 0 89 89
```
==> out/qor.csv <==
stage,metric,value,unit
synthesis,Synth Area in XOR/XNOR,1.34,%
synthesis,Netlist Area Pre-Place,656,µm²
drt,via density per instance,3.63,
drt,"antenna viol nets, final",0,
floorplanning,area enclosed by the die boundary,0.00792,mm²
pwr,part of the power in registers,52.7,%
final_timing,crit share post-route,44.9,%
synthesis,Synth flops,19,
floorplanning,starting utilization of the core area,14.1,%
floorplanning,row count,25,
final_layout,post-route cell area,981,µm²
cts,master cell of the clock root buffer,sky130_fd_sc_hd__clkbuf_8,
drt,final wirelength,1280,µm
critical_path,slowest cell delay on critical path,0.57,ns
drt,overall via count from detail_route,439,
final_layout,most numerous logic cell after layout,sky130_fd_sc_hd__clkdlybuf4s50_1,
pwr,Cell Pwr Density,328,mW/mm²
drt,Routed WL per cell,10.6,µm
flow_run,tool warning count,25,
synthesis,number of unique standard cell types used by synthesis,22,
critical_path,Setup crit end kind,flip-flop,
pwr,power spent charging and discharging nets,0.0000627,W
final_timing,worst hold slack,0.494,ns
critical_path,"slowest stage cell, crit path",sky130_fd_sc_hd__clkdlybuf4s50_1,
critical_path,arrival time of the worst setup path,2.29,ns
pwr,cell-internal power,0.000259,W
final_timing,endpoints left unconstrained,6,
drt,DRC violations left,0,
final_timing,transition at the pin with the smallest max-transition slack,0.557,ns
synthesis,area fraction in compound gates after synthesis,11.3,%
final_timing,maximum frequency from static timing analysis,0.464,GHz
place,count of input and output buffers,19,
synthesis,multiplexer share of the synthesized area,0,%
final_layout,share of final-layout standard cells stronger than drive strength 1,13.4,%
synthesis,mean cell area of the mapped netlist,15.2,µm²
critical_path,peak fanout along the critical path,6,
final_timing,Post-Route Setup TNS,0,ns
cts,TritonCTS clock tree,done,
floorplanning,die span in y,89,µm
final_timing,post-route clock skew,0.00181,ns
synthesis,post-synthesis cell count from yosys,43,
critical_path,worst-path cell chain,clkdlybuf4s50_1 > xor2_1 > o21a_2 > o21ai_1 > a211o_1,
final_layout,"commonest non-fill, non-tap cells in the layout","sky130_fd_sc_hd__clkdlybuf4s50_1, sky130_fd_sc_hd__edfxtp_1, sky130_fd_sc_hd__clkbuf_8, sky130_fd_sc_hd__dfxtp_1",
floorplanning,die width,89,µm
cts,post-cts gate resize count,0,
final_layout,Layout Area Growth over Synthesis,49.6,%
drt,number of detailed-routing iterations run before antenna repair,4,
global_routing,maximum number of pins on one net before global-route repair,14,
pwr,Max VDD drop,0.0000955,V
outcome,run status,"finished, final reports clean",
worst_hold_path,hold path startpoint,current_state[2]$_DFF_P_,
cts,setup repair bufs after CTS,0,
final_timing,final hold vios,0,
critical_path,WP data required,4.94,ns
critical_path,Reg-to-Reg Start,Rtime[1]$_DFFE_PP_,
flow_run,# Max-Cap Violations,0,
place,Post-DP Area,926,µm²
pwr,Clock Power Share,36.2,%
cts,hold-fix buffers at CTS,0,
final_timing,time the worst path needs with I/O delays and setup,2.16,ns
synthesis,yosys synthesis chip area,656,µm²
final_timing,number of register pins that no clock reaches,3,
final_layout,number of fill cells,475,
cts,htree depth,1,
place,GP Congestion,0.752,
synthesis,Synth logic family,simple AND/OR/NAND/NOR gates,
synthesis,Synth Instances,43,
critical_path,Critical Path Start,Set,
cts,clock insertion delay at the later pin of the skew report,0.24,ns
place,sum of net half-perimeters after detailed placement,1040,µm
global_routing,total global routing track utilization,3.41,%
global_routing,initial antenna violation count,0,
drt,count of antenna diodes in the layout,0,
final_timing,worst slew slack as a fraction of its limit,62.6,%
pwr,static leakage power,0.335,nW
synthesis,adder and majority gate portion of the synthesized area,0,%
synthesis,count of yosys warnings during synthesis,29,
global_routing,via count of the first global-routing pass,453,
floorplanning,number of placed I/O pins,20,
floorplanning,area of the core,0.00466,mm²
critical_path,start-to-end type of the worst setup path,input pin to flip-flop,
final_timing,RSZ-0062 raised after global routing,false,
final_timing,number of setup violations in the final report,0,
drt,number of violations reported at the end of detailed-routing iteration 0,15,
worst_hold_path,class of the most critical hold timing path,flip-flop to flip-flop,
cts,number of buffers on the longest clock path,2,
final_layout,Util after Layout,21.0,%
cts,CTS buffer count,3,
synthesis,simple-gate area share of the yosys netlist,12.8,%
global_routing,global-route wire length before repair,2100,µm
global_routing,total overflow reported by the global router,0,
cts,clock transition time at the flip-flop clock pins of the worst setup and hold paths,0.06,ns
pwr,proportion of total power due to net switching,19.5,%
pwr,relative contribution of combinational cells to total power,11.1,%
final_timing,Max Transition Viols Final,0,
critical_path,Worst Setup Start Kind,input pin,
worst max-delay path: cells and delay by family:
kind | cells | cell delay [ns]
buffers and inverters | 1 | 0.57
xor gates and xnor gates | 1 | 0.22
AOI/OAI and AO/OA | 3 | 0.55
Yosys cell counts, drive strengths merged:
library cell | number | area share [%]
o22ai | 1 | 0.95
xor2 | 1 | 1.3
o21ai | 4 | 3.1
dfxtp | 4 | 12
a211o | 1 | 1.3
o2bb2ai | 1 | 1.3
dlxtn | 3 | 6.9
or4b | 1 | 2.1
nor4 | 3 | 5.2
nor3 | 1 | 0.76
nor3b | 1 | 1.1
edfxtp | 12 | 55
inv | 1 | 0.57
a21o | 1 | 1.1
nor4b | 1 | 1.3
nand2 | 1 | 0.57
o21a | 1 | 1.3
a21oi | 1 | 0.76
nor2 | 3 | 1.7
a2bb2oi | 1 | 1.3
power groups by stage:
| stage | logic [W] | registers [W] | clock network, W |
|---|---|---|---|
| global route | 0.0000397 | 0.000171 | 0.000128 |
| CTS | 0.0000360 | 0.000170 | 0.000121 |
| finish | 0.0000359 | 0.000170 | 0.000117 |
logic make-up after synthesis:
group | after synthesis
DFF | 16
AOI/OAI and AO/OA | 11
and+or+nand+nor | 11
latches | 3
xor gates and xnor gates | 1
buffers and inverters | 1
registers in the layout, summed over array words and instances (netlist names):
signal / cells
Gout: 1
Gtime: 4
Rout: 1
Rtime: 4
Yout: 1
Ytime: 4
current_state: 4
routing by layer:
metal | global-route usage [%] | wire length, µm | up-vias
li1 | - | - | 215
met1 | 4.51 | 566 | 203
met2 | 5.19 | 584 | 19
met3 | 1.38 | 121 | 2
met4 | 0.723 | 8 | 0
met5 | 0 | 0 | -
through the flow:
| step | power (W) | worst slack, ns | std cells |
|---|---|---|---|
| 4_1_cts | 0.000327 | 2.66 | 121 |
| 2_1_floorplan | 0.000186 | 2.42 | 43 |
| 6_report | 0.000322 | 2.64 | 121 |
| 5_1_grt | 0.000339 | 2.56 | 121 |
| 3_3_place_gp | 0.000207 | 2.45 | 117 |
| 3_5_place_dp | 0.000209 | 2.40 | 117 |
worst paths after layout:
kind | to | slack (ns) | cells after the start
worst max-delay path | current_state[2]$_DFF_P_ | 2.64 | 5
worst min register to register | current_state[1]$_DFF_P_ | 0.49 | 2
worst min-delay path | current_state[1]$_DFF_P_ | 0.49 | 2
worst max register to register | current_state[3]$_DFF_P_ | 3.34 | 4
layout make-up:
class | count | area (µm²) | area share, %
multi-input combinational | 23 | 171 | 17.5
clock buffer | 4 | 55.1 | 5.61
tap | 54 | 67.6 | 6.89
inverter | 1 | 3.75 | 0.383
sequential | 19 | 485 | 49.5
timing repair buffer | 20 | 198 | 20.2
Power and IR drop assume default switching activity.
